==> /design/flow/design.v <==
`timescale 1ns / 1ps
module EXMEMReg(
		input [31:0]ALUout, RD2,
		input [31:0]PCBranch,
		input [4:0]writeReg,
		input [4:0]controlSignals,
		input clk, hit, zero,
		output reg [31:0]outALUout, outRD2,
		output reg [31:0]outPCBranch,
		output reg [4:0]outWriteReg,
		output reg [4:0]outControlSignals,
		output reg outZero
    );
	always @(posedge clk) 
		begin
			if(hit !== 0) 
				begin
					outALUout <= ALUout;
					outRD2 <= RD2;
					outPCBranch <= PCBranch;
					outWriteReg <= writeReg;
					outControlSignals <= controlSignals;
					outZero <= zero;
				end
		end	
endmodule
==> /design/flow/run.sh <==
#!/bin/bash
# OpenROAD 26Q1-2900-gdf79404cd8, Yosys 0.63+post, stock flow scripts
make -C /OpenROAD-flow-scripts/flow DESIGN_CONFIG=/design/flow/config.mk WORK_HOME=/design/flow/orfs finish
==> /design/flow/config.mk <==
export PLATFORM = sky130hd
export DESIGN_NAME = EXMEMReg
export DESIGN_NICKNAME = EXMEMReg
export VERILOG_FILES = /design/flow/design.v
export SDC_FILE = /design/flow/constraint.sdc
export NUM_CORES = 4
export LEC_CHECK = 1
export CORE_UTILIZATION = 30
==> /design/flow/constraint.sdc <==
current_design EXMEMReg

set clk_period 1.0
set clk_io_pct 0.2

create_clock -name clk0 -period $clk_period [get_ports {clk}]

set non_clock_inputs [all_inputs -no_clocks]
set_input_delay [expr $clk_period * $clk_io_pct] -clock clk0 $non_clock_inputs
set_output_delay [expr $clk_period * $clk_io_pct] -clock clk0 [all_outputs]
==> notes.md <==
yosys + openroad results -> die extent in y=105 µm, TritonCTS Sinks=~110, Worst setup EP type=output pin, vias in the first global route=~1900, Rel. slew slack=0.845, FP Util=0.310, Slew @ Worst Pin=0.233 ns, Bufs on Longest Clock Path=2, CTS Buf Count=9, Detailed Route WL=between 8 and 9 mm, placed cells=about 460, Hold Path Class=primary input to flip-flop, CTS Hold Bufs=0, number of logged tool warnings=27, failing checks=setup timing, fillers=897, DR vias=just under 2000, Via density=4.09, Total GRT Usage=0.158, RSZ-0062 raised after global routing=true, Worst EP required=~0.8 ns, placed wire-length estimate=roughly 6 mm, maximum VDD drop=about 0.00071 V, Final min period=between 1 and 1.5 ns, critical-path cell list=buf_2, Crit-path slowest cell=edfxtp_1, RD Place Congestion=~0.81, clock transition at the registers of the reported paths=about 0.11 ns, drt wl/cell=about 17 µm, Netlist Area Pre-Place=approximately 3200 µm², dpl cell area=around 5600 µm², endpoints failing hold=0, Yosys Instances=~110, first-pass GRT wire length=11.8 mm, Final Instance Area=between 5000 and 6000 µm², post-synthesis sequential area ratio=1.00, Root Buffer=clkbuf_8, max-slew violations=0, multi-input gate count=0, Ports=between 200 and 250, crit path DAT=roughly 0.87 ns, Pleak=approximately 2 nW, Max Fclk=approximately 0.94 GHz, Bufs and invs on worst path=1, antenna violations before repair=2, Gate Count Post-Synth=around 110, worst hold margin=~0.34 ns, row count=37, synth unique cells=1, largest net degree at the start of global routing=between 40 and 50, area fraction in mux cells=0, Synth Warn #=1, CTS tree=done, Max-Cap Viols=0, CP startpoint=outALUout[1], final worst path period share=1.07, dpl ws=-0.0110 ns, Crit Path Category=flip-flop to output pin, fraction of layout cells with a size suffix above 1=0.371, XOR/XNOR Area Share=0, setup repair bufs after CTS=0, Overflow after GRT=0, Yosys chip area=around 3200 µm², CP Max Fanout=1, Die X=about 110 µm, Final Setup Violations=107, Adder Share, Synth=0, Compound Share, Synth=0, Non-Filler Instances=478, antenna viol nets, final=0, drt first-iter violations=between 60 and 70, Multi-input gate area=0 µm², CP startpoint kind=flip-flop, area grow syn2layout=63.2%, post-synthesis simple-gate area fraction=0, CP max stage delay=roughly 0.38 ns, #FFs+latches synth=roughly 110, PortBufs=~220, power per cell area=1650 nW/µm², core area=roughly 10000 µm², Clock H-tree levels=3, delay-heaviest family, CP=flip-flops, status=complete, but fails checks, Die Area=~11000 µm², Remaining DRCs=0, Syn Area/Cell=about 30 µm², Final Worst Setup Slack=-0.0695 ns, Detailed Routing Iterations Pass 1=3, Fin Setup TNS=-5.08 ns, hold_sp=hit
==> cells by family after synthesis <==
group / count (synthesis)
flops: 107
==> flip-flops by register name, indices dropped and copies added (netlist names) <==
register / cells
outWriteReg: 5
outALUout: 32
outPCBranch: 32
outControlSignals: 5
outRD2: 32
outZero: 1
==> layout make-up <==
cell class,count,area [µm²],share of cell area
Clock inverter,6,57.6,0.0110
Timing Repair Buffer,218,1670,0.319
Clock buffer,9,124,0.0236
Tap cell,136,170,0.0325
Antenna cell,2,5.00,0.000954
Sequential cell,107,3210,0.613
==> stage by stage <==
step | utilization | total power [mW]
floorplan | - | 5.42
global placement | 0.539 | 6.64
detailed placement | 0.539 | 6.65
CTS | 0.505 | 8.80
global route | 0.505 | 9.10
finish | 0.506 | 8.66
==> where the power goes <==
group,total (mW),switching (mW),internal [mW]
clock,2.47,1.52,0.951
sequential,5.39,0.0684,5.32
combinational,0.808,0.215,0.593
==> cell usage after synthesis <==
master	n	share of area
edfxtp_1	107	1.0
==> routing by layer <==
metal	GRT usage	vias up	wire, µm
li1	-	896	-
met1	0.236	924	3110
met2	0.232	124	3770
met3	0.0864	10	1150
met4	0.0109	2	55
met5	0	-	12
==> cells in the final DEF (no fill, tap or decap) <==
cell type,count
inv_8,2
edfxtp_1,107
clkbuf_8,9
inv_6,1
buf_2,107
diode_2,2
clkinv_4,3
buf_4,1
buf_12,3
clkdlybuf4s50_1,107
==> worst paths after layout <==
path	to	slack, ns	depth (start not counted)
worst max-delay path	outALUout[1]	-0.07	1
worst min-delay path	outPCBranch[12]	0.34	2
==> what timing repair did <==
| action | in CTS | in global routing |
|---|---|---|
| endpoints found under the setup margin | 107 | 107 |
| gates resized | 334 | 0 |
| endpoints found under the hold margin | 0 | 0 |
| gates cloned | 0 | 0 |
Power figures rest on the tool's default switching activity, not on a simulated workload.
