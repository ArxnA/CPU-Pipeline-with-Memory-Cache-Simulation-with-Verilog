`flow/constraint.sdc`:
```
current_design MEMWBReg

set clk_period 1.0
set clk_io_pct 0.2

create_clock -name clk0 -period $clk_period [get_ports {clk}]

set non_clock_inputs [all_inputs -no_clocks]
set_input_delay [expr $clk_period * $clk_io_pct] -clock clk0 $non_clock_inputs
set_output_delay [expr $clk_period * $clk_io_pct] -clock clk0 [all_outputs]
```
`flow/design.v`:
```
`timescale 1ns / 1ps
module MEMWBReg(
		input [31:0]ALUout, MemoryOut,
		input [4:0]writeReg,
		input [1:0]controlSig,
		input clk, hit,
		output reg [31:0] outALUot, outMemoryOut,
		output reg [4:0] outWriteReg,
		output reg [1:0] outControlSig
    );
	always @(posedge clk) 
		begin
			if(hit!==0) 
				begin
					outALUot <= ALUout;
					outMemoryOut <= MemoryOut;
					outWriteReg <= writeReg;
					outControlSig <= controlSig;
				end		
		end
endmodule
```
`flow/run.sh`:
```
#!/bin/bash
# OpenROAD 26Q1-2900-gdf79404cd8, Yosys 0.63+post, stock flow scripts
make -C /OpenROAD-flow-scripts/flow DESIGN_CONFIG=/design/flow/config.mk WORK_HOME=/design/flow/orfs finish
```
`flow/config.mk`:
```
export PLATFORM = sky130hd
export DESIGN_NAME = MEMWBReg
export DESIGN_NICKNAME = MEMWBReg
export VERILOG_FILES = /design/flow/design.v
export SDC_FILE = /design/flow/constraint.sdc
export NUM_CORES = 4
export LEC_CHECK = 1
export CORE_UTILIZATION = 30
```
==> flow_summary_export.csv <==
group,metric,value,unit
route,postRouteAntennaNets,0,
critical_path,critical_path_peak_fanout,1,
route,antennaDiodeCount,0,
critical_path,critical-path-max-stage-delay,0.36,ns
placed_design,port-buffer-count,143,
die,std_cell_rows,30,
final_timing,finalSetupViolations,38,
route,drt_iter0_markers,33,
status,status,"finished, violations left",
cells_and_area,layout_overhead_on_the_synthesized_area,66.20,%
die,floorplan.io_pins,144,
synth,yosys_cells,71,
critical_path,cpMaxStageDelayCell,"sky130_fd_sc_hd__edfxtp_1",
synth,synth.yosys.warnings,1,
status,failed_checks,"setup timing",
placed_design,place.gp.congestion,0.6821,
final_timing,tightestPinTransition,0.2069,ns
global_route,grtUsageMet3,4.638,%
route,detail_route.drc_violations,0,
route,vias_per_cell,3.887,
synth,syn_inst,71,
global_route,grt.total_usage,11.39,%
final_timing,final_min_period_over_clock_period,101.5,%
critical_path,path_cells,"buf_2",
cells_and_area,cell_area_after_layout,0.003543,sq mm
synth,syn_area,0.002132,sq mm
synth,yosysSeqAreaShare,100.0,%
die,die_y,86.30,um
die,fp_util,31.21,%
die,die-area,0.007448,sq mm
global_route,global_route.usage.met1,18.06,%
clock_tree,cts_setup_buffers,0,
clock_tree,cts_root_buf,"sky130_fd_sc_hd__clkbuf_8",
cells_and_area,combGateArea,0,sq um
global_route,antenna_found_initial,0,
route,routed_wire_length_per_instance,12.34,um
power_and_ir_drop,total_leakage_power,0.001369,uW
clock_tree,cts.path.max_buffers,2,
hold_path,hold_depth,2,
global_route,first_global_vias,1214,
critical_path,worst_setup_path_start_kind,"register",
flow_run,timing.max_cap.violations,0,
route,first_drt_pass_iteration_count,4,
clock_tree,postCtsHoldBufs,0,
cells_and_area,layout_top_cell_excl_fill_tap,"sky130_fd_sc_hd__buf_2",
final_timing,finalMaxSlewViolations,0,
global_route,globalRoute.busiestLayer,"met1",
route,routed-via-count,1275,
hold_path,worst_hold_path.endpoint,"outMemoryOut[21]",
hold_path,hold_path_startpoint,"hit",
synth,postSynthRegisterBits,71,
critical_path,critPathBufInv,1,
critical_path,worst_ep_arrival_time,0.82,ns
final_timing,timing.final.ws_setup,-0.01506,ns
critical_path,worstPathRequired,0.80,ns
critical_path,path_delay_family,"flip-flops",
cells_and_area,logic_gates,0,
clock_tree,clock_sinks,71,
cells_and_area,finalCoreUtilization,51.87,%
final_timing,rsz0062_at_grt,"yes",
global_route,grt_first_pass_wirelength,5996,um
critical_path,crit_path_end_kind,"primary output",
synth,yosysUniqueCellTypes,1,
synth,synth.yosys.chip_area,0.002132,sq mm
critical_path,critPathKind,"register to primary output",
cells_and_area,drive_gt1_share,37.50,%
clock_tree,cts_made_buffers,9,
power_and_ir_drop,power_density,1746,mW/mm^2
cells_and_area,mostFrequentLayoutCells,"sky130_fd_sc_hd__buf_2 (72), sky130_fd_sc_hd__clkdlybuf4s50_1 (71), sky130_fd_sc_hd__edfxtp_1 (71)",
final_timing,hold_viol_final,0,
flow_run,tool_warnings,27,
cells_and_area,n_fill_cell,623,
die,placeableCoreArea,0.006832,sq mm
clock_tree,htree_levels,3,
hold_path,timing.hold.worst.class,"input port to register",
final_timing,timing.slew.headroom,86.21,%
final_timing,max_freq,985.2,MHz
power_and_ir_drop,ir_worst_vdd,0.001060,V
global_route,grt_max_degree,40,
global_route,grt.overflow.total,0,
final_timing,fin_crit,1.015,ns
clock_tree,clock_tree_from_tritoncts,"yes",
placed_design,placed_cell_area,0.003719,sq mm
placed_design,hpwlAfterDp,2832,um
synth,avgSynthCellArea,30.03,sq um
die,fp.dieW,86.30,um
global_route,groute.layer.met2.usage,16.02,%
route,drt_wl_total,4048,um
clock_tree,cts.clk_slew.worst_paths,0.07,ns
-- repair_timing --
| action | CTS | global route |
|---|---|---|
| pin swaps | 0 | 0 |
| endpoints found under the setup margin | 71 | 71 |
| hold endpoints to repair | 0 | 0 |
| gates resized | 215 | 0 |
-- per-layer routing --
layer  vias up  share of wire (%)
li1        599                  -
met5         -                  0
met2        82                 47
met3        12                 13
met1       582                 37
met4         0                2.9
-- layout make-up --
type	count	area, sq um	share of cell area [%]
Sequential cell	71	2132	60.17
Timing Repair Buffer	145	1111	31.36
Clock buffer	11	131.4	3.708
Tap cell	96	120.1	3.390
Clock inverter	5	48.80	1.377
-- metrics by stage --
stage               hold WS [ns]  TNS [ns]  worst slack, ns  total power, uW  instances
global placement          0.7188         0          0.01584             4375        312
detailed placement        0.7174         0          0.01423             4381        312
floorplan                 0.2989         0           0.5013             3599         71
global route              0.3560    -3.915         -0.08644             6490        328
finish                    0.3647   -0.2480         -0.01506             6187        328
CTS                       0.3481    -2.402         -0.05281             6302        328
-- flip-flops by register name, summed over array words and instances (netlist names) --
register,flops
outALUot,32
outWriteReg,5
outControlSig,2
outMemoryOut,32
-- cells in the mapped netlist --
cell type | n | share of area (%)
sky130_fd_sc_hd__edfxtp_1 | 71 | 100
-- where the power goes --
| part | switching, uW | internal [uW] | leakage (uW) |
|---|---|---|---|
| sequential | 42.3 | 3530 | 0.000695 |
| combinational | 117 | 391 | 0.000580 |
| clock | 972 | 1130 | 0.0000945 |
| total | 1130 | 5060 | 0.00137 |
-- cell families after synthesis --
kind of cell,count (synthesis),share of synthesized area (%)
DFF,71,100.0
-- worst max-delay path by stage --
stage	to	from	cells after the start	slack, ns
4_1_cts	outALUot[17]	outALUot[17]	1	-0.05
5_1_grt	outMemoryOut[25]	outMemoryOut[25]	1	-0.09
6_report	outALUot[12]	outALUot[12]	1	-0.02
Power figures rest on the tool's default switching activity, not on a simulated workload.
