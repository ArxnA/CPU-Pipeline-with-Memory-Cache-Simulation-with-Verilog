[flow/config.mk]
export PLATFORM = sky130hd
export DESIGN_NAME = IFIDReg
export DESIGN_NICKNAME = IFIDReg
export VERILOG_FILES = /design/flow/design.v
export SDC_FILE = /design/flow/constraint.sdc
export NUM_CORES = 4
export LEC_CHECK = 1
export CORE_UTILIZATION = 40
[flow/constraint.sdc]
current_design IFIDReg

set clk_period 1.0
set clk_io_pct 0.2

create_clock -name clk0 -period $clk_period [get_ports {clk}]

set non_clock_inputs [all_inputs -no_clocks]
set_input_delay [expr $clk_period * $clk_io_pct] -clock clk0 $non_clock_inputs
set_output_delay [expr $clk_period * $clk_io_pct] -clock clk0 [all_outputs]
[flow/design.v]
`timescale 1ns / 1ps
module IFIDReg(
	input [31:0]instruction,
	input [31:0]PCplusFour,
	input clk, hit,
	output reg [31:0] outInstruction,
	output reg [31:0] outNextPC
    );
	always@(posedge clk)
		begin
			if(hit !== 0) 
				begin
					outInstruction <= instruction;
					outNextPC <= PCplusFour;
				end
		end
endmodule
[flow/run.sh]
#!/bin/bash
# OpenROAD 26Q1-2900-gdf79404cd8, Yosys 0.63+post, stock flow scripts
make -C /OpenROAD-flow-scripts/flow DESIGN_CONFIG=/design/flow/config.mk WORK_HOME=/design/flow/orfs finish
==> results.json <==
{
  "outcome": "finished with violations",
  "failed_checks": "negative setup slack",
  "crit_path_start_kind": "flip-flop",
  "drt_wl_total_um": 3900,
  "grt_pass1_wl_um": 5770,
  "drt.antenna.violating_nets": 0,
  "power.total_uw": 5420,
  "rows": 24,
  "drcViolationCount": 0,
  "die_w_um": 71.3,
  "cp.required_ns": 0.80,
  "slowest_delay_ns": 0.38,
  "setup_viol": 10,
  "cts.sinks": 64,
  "synth_flops": 64,
  "synth_seq_share": 1.00,
  "cp_max_fo": 1,
  "synth_area_per_cell_um2": 30.0,
  "regArea_um2": 1920,
  "path_delay_family": "flip-flops",
  "final_cell_mix": "65 x buf_2, 64 x clkdlybuf4s50_1, 64 x edfxtp_1",
  "fin_crit_sh": 1.02,
  "cts_inserted_buffers": 9,
  "hold_class": "in -> reg",
  "cts_tree": "yes",
  "timing.critical_path.buf_inv": 1,
  "gp_congestion": 0.716,
  "relSlewSlack": 0.881,
  "io_buffer_count": 129,
  "finalCriticalPeriod_ns": 1.02,
  "syn_inst": 64,
  "hold_violations": 0,
  "die_y_um": 71.3,
  "grt_pass1_vias": 1188,
  "drv_cap": 0,
  "log.warning_count": 28,
  "routedWlPerCell_um": 14.8,
  "clock_path_buffers": 2,
  "met2_usage": 0.234,
  "core-area_um2": 4470,
  "die-area_um2": 5090,
  "comb_area_um2": 0,
  "diodes": 0,
  "crit_path_end_kind": "primary output",
  "syn_area_um2": 1920,
  "area_growth_pct": 63.8,
  "grt_util_met1": 0.272,
  "crit_chain": "buf_2",
  "fp_util": 0.430,
  "worst-setup-path-type": "reg -> out",
  "busiest_layer": "met1",
  "vias": 1168,
  "utilization": 0.704,
  "fillers": 286,
  "io_pins": 130,
  "ys_warn_count": 1,
  "yosys-stat-cells": 64,
  "rsz0062_at_grt": "yes",
  "pre_cts_slack_ns": -0.00423,
  "cp.arrival_ns": 0.82,
  "via_per_inst": 4.44,
  "layout_top_cell": "buf_2",
  "drt_iter0_drc": 60,
  "ys_area_um2": 1920,
  "tightest_slew_ns": 0.178,
  "cts_max_level": 3,
  "antenna_found_initial": 0,
  "overflow": 0,
  "cts_root_buf": "clkbuf_8",
  "grt_max_degree": 34,
  "slowest_stage": "edfxtp_1",
  "hold_ws_ns": 0.376,
  "dp_hpwl_um": 2850,
  "fin_ws_ns": -0.0231,
  "drtPass1Iterations": 24,
  "clkTransAtPathRegs_ns": 0.06,
  "ir_worst_vdd_v": 0.00123,
  "grtUsageTotal": 0.168,
  "ys_types": 1,
  "drive_above_1_share": 0.379,
  "hold_buffers": 0,
  "fmaxAchievable_mhz": 977,
  "maxSlewViolCount": 0,
  "use_met3": 0.0884,
  "p_leak_uw": 0.00124,
  "nMultiInputCombCells": 0,
  "p_per_area_nw_per_um2": 1720
}
per-layer routing:
layer,wire (µm),share of wire
met5,0,0
met2,1810,0.46
met3,719,0.18
met4,20,0.0051
met1,1350,0.35
cell families (layout without fill, tap and decap cells):
logic type / count (synthesis) / after routing / synth area share
flops: 64 / 64 / 1.00
buf+inv: 0 / 147 / 0
flip-flops by register name, indices dropped and copies added, names as in the netlist:
signal and count:
outInstruction 32, outNextPC 32
final timing paths:
check | depth (start not counted) | start | end | slack (ns)
worst max-delay path | 1 | outInstruction[21] | outInstruction[21] | -0.02
worst min-delay path | 2 | hit | outInstruction[9] | 0.38
through the flow:
step	std cells	cell area (µm²)	setup TNS, ns
after floorplan	64	1920	0
after global placement	247	3310	-0.00208
after detailed placement	247	3310	-0.00623
after CTS	263	3150	-1.02
after global routing	263	3150	-2.18
final	263	3150	-0.111
repair_timing:
item,CTS,global route
endpoints found under the setup margin,64,64
setup buffers,0,0
gates resized,196,0
synth_stat cells:
cell type | count | area (µm²)
edfxtp_1 | 64 | 1920
area by class of cell:
class,count,share of cell area
repair buffers,131,0.320
well taps,52,0.0207
clock inverters,5,0.00755
flip-flops and latches,64,0.610
clock buffers,11,0.0417
where the power goes:
| part | internal (µW) | leakage, µW | total (µW) | switching, µW |
|---|---|---|---|---|
| Sequential | 3190 | 0.000626 | 3230 | 44.2 |
| Clock | 873 | 0.0000843 | 1720 | 845 |
| Combinational | 355 | 0.000525 | 468 | 113 |
No activity file was given, so power comes from the tool's default toggle rates.
